--- flow/run.sh ---
#!/bin/bash
# OpenROAD 26Q1-2900-gdf79404cd8, Yosys 0.63+post, stock flow scripts
make -C /OpenROAD-flow-scripts/flow DESIGN_CONFIG=/design/flow/config.mk WORK_HOME=/design/flow/orfs finish
--- flow/config.mk ---
export PLATFORM = sky130hd
export DESIGN_NAME = Normalization
export DESIGN_NICKNAME = Normalization
export VERILOG_FILES = /design/flow/design.v
export SDC_FILE = /design/flow/constraint.sdc
export NUM_CORES = 4
export LEC_CHECK = 1
export CORE_UTILIZATION = 50
--- flow/constraint.sdc ---
current_design Normalization

set clk_period 31.2
set clk_io_pct 0.2

create_clock -name clk0 -period $clk_period [get_ports {clk}]

set non_clock_inputs [all_inputs -no_clocks]
set_input_delay [expr $clk_period * $clk_io_pct] -clock clk0 $non_clock_inputs
set_output_delay [expr $clk_period * $clk_io_pct] -clock clk0 [all_outputs]
--- flow/design.v ---
`timescale 1ns / 1ps
parameter norm_width = 21;
module Normalization(A, out, clk ,reset,stall);
    input clk;
    input reset;
    input stall;
    input logic signed  [norm_width:0]A;
    output logic signed [norm_width+8:0]out;  
    integer signed max=1530;
    integer signed min=-510;
    logic signed [norm_width+8:0]temp;
    logic signed [norm_width+8:0]temp_out;
    always_ff@(posedge clk)begin
        if(reset) temp=0;
        else begin
        if(stall) temp=temp;
        else begin
            temp = 255*(A - min); 
            end  
        end 
    end
    always_ff@(posedge clk)begin
        if(reset) temp_out=0;
        else begin
        if(stall) temp_out=temp_out;
        else temp_out = temp /(max-min);
        end
    end
    assign   out = temp_out;
endmodule
==> flow_results.org <==
* Implementation run

** Setup path
- By startpoint and endpoint, the worst setup path is classified as flop to flop.
- Crit-path slowest cell :: or4_1
- Count of buffer and inverter cells on the critical path :: 0
- STA lists the maximum fanout along the critical path as 18.
- Largest incremental delay on the critical path :: 0.76 ns
- STA classifies the critical path endpoint as a flop.
- Critical path arrival :: 17.02 ns
- Startpoint class of the critical path :: flop
- In this design, the largest share of critical-path delay is due to simple AND/OR/NAND/NOR gates.
- CP Data Required Time :: 31.39 ns

** Routing
- Nets still carrying antenna violations after routing amount to 0.
- Total wire length :: 36500 um
- Final routed DRC violation total :: 0
- After the first detailed-routing iteration, the DRC count stood at roughly 900.
- Wirelength per Cell :: approximately 18 um
- Detailed Routing Iterations Pass 1 :: 8
- Ant diodes :: 0
- Via count :: 12600
- Detail-routed via count per cell :: 6.06

** Logic synthesis
- For this run the top cell type by instance count after synthesis was inv_1.
- And-or/or-and share of the synthesized area :: 28.0%
- Number of enable flip-flop cells :: 0
- The share of synthesized area in the top cell type comes to 15.8%.
- Distinct lib cells :: 114
- Once synthesis finished, the tally of register bits stood at 60.
- The synthesized netlist was found by Yosys to have 1725 cells.
- Per the synthesis report, the adder-cell share of the synthesized area is between 20% and 30%.
- Commonest flop :: dfxtp_1
- Top cells by area in the synthesized netlist :: fa_1 16%, dfxtp_1 9.0%, xnor2_1 5.7%, inv_1 5.6%, ha_1 5.6%
- Area fraction in and, or, nand and nor cells after synthesis :: 21.7%
- Summing every instance area after synthesis gives 13300 sq um.
- Among the non-sequential cells, AND-OR/OR-AND gates take the most area.
- For reference, the post-synthesis area per instance comes to 7.71 sq um.
- For reference, XOR and XNOR gates occupy slightly below 9% of the area reported after synthesis.
- For this run, asynchronously set or reset flops after synthesis account for 0%.
- Per the synthesis report, the dominant area consumer among library cells is fa_1.
- Proportion of synthesized chip area in sequential cells :: 9.03%
- Of the post-synthesis cell area, the part taken by muxes is 2.78%.
- Top cell types by occurrence after synthesis :: 200 x inv_1, 132 x nand2_1, 128 x nor2_1, 108 x a21oi_1, 105 x fa_1
- In the synthesized netlist, the number of instances is 1725.
- Area reported by Yosys stat :: between 10000 and 15000 sq um
- Synthesis Warnings :: 1

** Global routing
- The via count of the first global-routing pass is 11600.
- Total Routing Usage GR :: approximately 28%
- Global-route wire length before repair :: 59400 um
- Maximum number of pins on one net before global-route repair :: 72
- Global routing finished with a remaining overflow of 0.
- Initial antenna violation count :: 0

** Clock tree
- TritonCTS built the clock tree.
- CTS H-Tree Depth :: 3
- Per the skew report, the later register of the worst-skew pair sees a clock latency of approximately 0.34 ns.
- Clock buffer count from CTS :: 9
- Setup fix buffers added after clock tree synthesis :: 0
- Clock transition at the registers of the reported paths :: 0.06 ns
- Buffers from clock root to sink, at most :: 2
- CTS sink count :: 60
- Post-CTS Hold Fix Bufs :: 0
- Root buffer selected by CTS :: clkbuf_16
- In this run, post-CTS repair resized a total of 0 instances.

** Finish
- In the final layout, the share of cells above drive strength 1 is 6.67%.
- Register area :: 1200 sq um
- MI comb area :: 11000 sq um
- Final cell area excluding filler cells :: about 14000 sq um
- Number of standard cells in the layout, taps in and fillers out :: 2073
- Per the layout report, the design carries 2532 filler cells.
- The area growth from synthesis to layout is 7.55%.

** Timing
- Pins Over Slew Limit :: 0
- Fraction of the cycle the final worst path needs :: 53.9%
- Max transition margin :: 38.0%
- Setup_tns :: 0 ns
- Count of endpoints failing setup in the final report :: 0
- Looking at the max-slew report, the worst-margin pin has a slew of 0.924 ns.
- Setup repair after global routing left no endpoint under its margin.
- The worst path needs 16.83 ns of the cycle, external delays included.
- Number of hold violations in the final report :: 0
- In the final run the clock tree shows a worst skew of 0.00406 ns.
- Max Freq :: approximately 0.059 GHz

** Flow run
- The number of maximum-capacitance violations recorded for the run is 0.
- OpenROAD emitted warnings numbering 26.

** Floorplanning
- Core area :: between 20000 and 30000 sq um
- Num ports :: 55
- Once the floorplan was initialized, standard cells occupied 51.0% of the core.
- Row generation in the floorplan step produced 59 rows.
- Die Span X :: 165 um
- Chip height :: 165 um
- Total Die Area :: 27300 sq um

** Min path
- Checking hold timing, the worst path is listed with class flop to flop.

** Placement
- Port buffering added 54 buffers.
- After detailed placement, the design holds a cell count of 2057.
- The placed instances occupy a cell area of about 14000 sq um.
- After legalization and detailed placement, the total HPWL measured around 30000 um.
- RD Place Congestion :: just under 1

** Run status
- Status :: complete, no violations
==> layer usage <==
metal  vias to the layer above  part of all wire, %  wire (um)  GRT usage (%)
li1                       6263                    -          -              -
met1                      5878                   45      16400           40.9
met2                       364                   48      17600           47.1
met3                        59                  5.0       1840           3.03
met4                         0                  2.0        731           5.30
met5                         -                    0          0              0
==> layout by cell type, fill, tap and decap left out, drive strengths merged, types with 9 or more instances in the layout <==
cell type,instances
nor4,29
xor2,45
a21o,14
a31oi,31
o41ai,14
or3,21
clkdlybuf4s50,52
fa,105
nand2b,14
a211o,10
mux2,11
o211a,13
dfxtp,60
nor3,63
xnor2,88
o31a,11
a21oi,110
nor2,132
mux2i,23
ha,59
nand3,54
nand2,135
o31ai,22
or4,11
clkbuf,11
and3,20
o211ai,24
nand4,21
inv,200
o21bai,24
o22ai,9
o21a,21
a211oi,35
and2,16
o21ai,67
or2,11
buf,11
==> metrics by stage <==
step                      setup slack, ns  hold WS (ns)  util (%)
after global placement              15.02         0.436      53.8
after floorplan                     17.88         0.402         -
after detailed placement            14.70         0.440      53.8
final                               14.37         0.450      54.9
after global routing                13.06         0.468      54.9
after CTS                           14.57         0.453      54.9
==> final timing paths <==
| check | start | to | slack [ns] | depth (start not counted) |
|---|---|---|---|---|
| setup / recovery | temp[11] | temp_out[28] | 14.37 | 45 |
| hold / removal | temp_out[25] | temp_out[25] | 0.45 | 1 |
| setup reg to reg | temp[11] | temp_out[28] | 14.37 | 45 |
| hold reg to reg | temp_out[25] | temp_out[25] | 0.45 | 1 |
==> logic make-up after synthesis <==
family                     Yosys count
AOI/OAI and AO/OA                  501
xor gates and xnor gates           133
adders and majority gates          167
buffers and inverters              267
DFF                                 60
muxes                               34
and+or+nand+nor                    563
==> sequential cells by signal, indices dropped and copies added, names as in the netlist <==
signal / count
temp_out: 30
temp: 30
==> layout make-up <==
cell class | instances | area share, %
multi-input cells | 1398 | 77.2
flip-flops and latches | 60 | 8.40
inverters | 201 | 5.28
repair buffers | 63 | 4.18
well taps | 335 | 2.93
clock buffers | 11 | 1.77
clock inverters | 5 | 0.254
