<file path="flow/run.sh">
#!/bin/bash
# OpenROAD 26Q1-2900-gdf79404cd8, Yosys 0.63+post, stock flow scripts
make -C /OpenROAD-flow-scripts/flow DESIGN_CONFIG=/design/flow/config.mk WORK_HOME=/design/flow/orfs finish
</file>
<file path="flow/config.mk">
export PLATFORM = sky130hd
export DESIGN_NAME = Sender
export DESIGN_NICKNAME = Sender
export VERILOG_FILES = /design/flow/design.v
export SDC_FILE = /design/flow/constraint.sdc
export NUM_CORES = 4
export LEC_CHECK = 1
export CORE_UTILIZATION = 30
</file>
<file path="flow/constraint.sdc">
current_design Sender

set clk_period 3.1
set clk_io_pct 0.2

create_clock -name clk0 -period $clk_period [get_ports {clk}]

set non_clock_inputs [all_inputs -no_clocks]
set_input_delay [expr $clk_period * $clk_io_pct] -clock clk0 $non_clock_inputs
set_output_delay [expr $clk_period * $clk_io_pct] -clock clk0 [all_outputs]
</file>
<file path="flow/design.v">
`timescale 1ns / 1ps
module Sender (
    clk, 
    reset,
    TxD,
    doTransmit,
    TxData,
    isBusy
);
  input clk;
  input reset;
  output reg TxD;
  input doTransmit;
  input [7:0] TxData;
  output reg isBusy;
  reg [31:0] state;
  reg [31:0] sequenceCounter;
  reg [ 7:0] data;
  parameter W5Frequency = 100_000_000;
  parameter baudRate = 230400;
  parameter samplingInterval = W5Frequency / baudRate;
  parameter halfSamplingInterval = samplingInterval / 2;
  always @(posedge clk) begin
    if (reset) begin
      state = 0;
      data = 0;
      sequenceCounter = 0;
      TxD = 1;
      isBusy=0;
   end else begin
      case (state)
        0: begin
          if (doTransmit == 1) begin
            state = 2;
            data = TxData;
            isBusy = 1;
            sequenceCounter=0;
            TxD = 0; 
          end
        end
        2: begin
          sequenceCounter = sequenceCounter + 1;
          if (sequenceCounter > samplingInterval) begin
            sequenceCounter = 0;
            state = 3;
            TxD = data[0];
          end else begin
          end
        end
        3: begin
          sequenceCounter = sequenceCounter + 1;
          if (sequenceCounter > samplingInterval) begin
            sequenceCounter = 0;
            state = 4;
            TxD = data[1];
          end else begin
          end
        end
        4: begin
          sequenceCounter = sequenceCounter + 1;
          if (sequenceCounter > samplingInterval) begin
            sequenceCounter = 0;
            state = 5;
            TxD = data[2];
          end else begin
          end
        end
        5: begin
          sequenceCounter = sequenceCounter + 1;
          if (sequenceCounter > samplingInterval) begin
            sequenceCounter = 0;
            state = 6;
            TxD = data[3];
          end else begin
          end
        end
        6: begin
          sequenceCounter = sequenceCounter + 1;
          if (sequenceCounter > samplingInterval) begin
            sequenceCounter = 0;
            state = 7;
            TxD = data[4];
          end else begin
          end
        end
        7: begin
          sequenceCounter = sequenceCounter + 1;
          if (sequenceCounter > samplingInterval) begin
            sequenceCounter = 0;
            state = 8;
            TxD = data[5];
          end else begin
          end
        end
        8: begin
          sequenceCounter = sequenceCounter + 1;
          if (sequenceCounter > samplingInterval) begin
            sequenceCounter = 0;
            state = 9;
            TxD = data[6];
          end else begin
          end
        end
        9: begin
          sequenceCounter = sequenceCounter + 1;
          if (sequenceCounter > samplingInterval) begin
            sequenceCounter = 0;
            state = 10;
            TxD = data[7];
          end else begin
          end
        end
        10: begin
          sequenceCounter = sequenceCounter + 1;
          if (sequenceCounter > samplingInterval) begin
            sequenceCounter = 0;
            state = 11;
            TxD = 1;  
          end else begin
          end
        end
        11: begin
          sequenceCounter = sequenceCounter + 1;
          if (sequenceCounter > samplingInterval) begin
            sequenceCounter = 0;
            state = 0;
            isBusy = 0;
          end else begin
          end
        end
        default: begin
        end
      endcase
    end
  end
endmodule
</file>
==> flow_summary.ini <==
; yosys + openroad results
[routing]
ant_nets = 0
via_per_inst = 5.272
routedWlPerCell_um = 12.54
wl_um = 5479
first_pass_iters = 5
first_iter_violations = 141
vias = 2304
drcViolationCount = 0
diodes = 0

[logic_synthesis]
ys_area_sq_um = 2739
synthTopLogicFamily = simple AND/OR/NAND/NOR gates
ys_sh_simple_pct = 30.70
xor_share_pct = 2.878
ys.flop_type = dfxtp_1
ys_types = 62
postSynthSeqShare_pct = 38.74
synth_warnings = 1
ys_sh_mux_pct = 5.116
edf_count = 0
adder_share_pct = 0.9137
yosys_cells = 314
post_synth.cell_area_avg_sq_um = 8.723
mappedNetlistArea_sq_um = 2739
synth_flops = 53
synthCells = 314
async_flop_share_pct = 0
synthAoiAreaFrac_pct = 15.62

[clock_network]
post-cts-setup-buffer-count = 0
clock-sinks = 53
numCtsBuffers = 5
cts.clk_slew.worst_paths_ns = 0.11
clockBufferDepth = 2
root_buffer = clkbuf_8
clk_latency_ns = 0.31
cts_tree = built
htree_levels = 2

[critical_path]
path_max_fanout = 23
cp.arrival_ns = 3.11
start_kind = flip-flop
r2r_start = sequenceCounter[9]
r2r_end = sequenceCounter[6]
reg2reg_slack_ns = 0.23
reg2regPathDepth = 9
critPathKind = flip-flop to flip-flop
crit_required_ns = 3.34
endpoint_kind = flip-flop

[die]
top_level_ports = 13
die_area_sq_um = 9516
core_sq_um = 8763
die_w_um = 97.55
initial_core_util_pct = 31.25
rows = 34
die.size.y_um = 97.55

[grt]
grt_pass1_wl_um = 9349
grt_pass1_vias = 1980
busiest_layer = met1
use_met1_pct = 18.30
grt_max_degree = 24
antenna_found_initial = 0
grt_use_total_pct = 11.83
overflow = 0
gr-usage-met2_pct = 17.86
use_met3_pct = 1.830

[pwr]
finalPower_w = 0.001189
vdd_drop_max_v = 0.0002101
p_leak_nw = 1.113
powerDensity_nw_per_um2 = 385.5

[sta]
hold_viol = 0
finalMaxSlewViolations = 0
worst_pin_slew_ns = 0.6009
clock.fmax_mhz = 348.3
hold_slack_ns = 0.4610
rsz0062_at_grt = no
fin_tns_setup_ns = 0
slew_headroom_pct = 59.39
finalClockPeriodUsage_pct = 92.62
clock_skew_ns = 0.01744
finalCriticalPeriod_ns = 2.871
setup_viol = 0

[hold_path]
holdPathEnd = data[7]
hold_start = data[7]
hold_depth = 2
min_path_type = flip-flop to flip-flop

[run]
openroad.warnings = 26
max_cap_violations = 0

[final_layout]
utilization_pct = 35.21
area_delta_synth_final_pct = 12.65
drive_gt1_share_pct = 14.89
final_cell_count_no_fill = 437

[outcome]
outcome = complete, no violations

[place]
placedCellCount = 429
io_buffers = 12
routabilityCongestion = 0.8379
dp_hpwl_um = 3869
==> through the flow <==
step | area [sq um] | setup WS [ns]
after floorplan | 2739 | 0.1671
after global placement | 2973 | 0.1924
after detailed placement | 2973 | 0.1682
after CTS | 3072 | 0.1197
after global routing | 3085 | 0.009118
final | 3085 | 0.2288
==> cell usage in the layout, fill, tap and decap left out, drive strengths merged, types with 3 or more instances in the layout <==
cell type / n
dfxtp: 53
nand2: 33
and2: 23
nand3: 22
nor2: 19
buf: 15
mux2i: 14
a21oi: 14
nor3: 14
clkdlybuf4s50: 12
o21ai: 11
nand4: 10
nor4: 8
a31oi: 6
clkbuf: 6
inv: 6
xor2: 5
xnor2: 4
and4: 4
and3: 4
o31ai: 3
o211ai: 3
a31o: 3
a211oi: 3
==> cells by family (layout without fill, tap and decap cells) <==
group,Yosys count,after routing
multiplexers,14,14
flip-flops,53,53
AND-OR/OR-AND,60,60
adder cells (fa/ha/maj),2,2
buffers and inverters,25,40
AND/OR/NAND/NOR,151,151
XOR/XNOR,9,9
==> area by class of cell <==
class                   instances  area, sq um
multi-input cells             236         1518
fillers                       886         5678
inverters                       5        18.77
flip-flops and latches         53         1070
well taps                     108        135.1
clock buffers                   6        82.58
repair buffers                 27        245.2
clock inverters                 2        16.27
==> worst max-delay path, stage by stage (launching register included) <==
cell and delay, ns:
dfxtp_2 0.41, nand4_1 0.19, or4_4 0.55, o21a_1 0.22
a2111oi_4 0.33, nand4_2 0.16, nor4_4 0.36, buf_12 0.21
nand2_1 0.16, o211ai_1 0.20
==> where the power goes <==
| part | switching [W] | leakage (nW) | internal, W |
|---|---|---|---|
| logic | 0.0000364 | 0.632 | 0.0000333 |
| registers | 0.0000103 | 0.433 | 0.000692 |
| clock network | 0.000233 | 0.0478 | 0.000184 |
| total | 0.000279 | 1.11 | 0.000910 |
==> per-layer routing <==
layer / up-vias / share of wire (%)
met5: - / 0
met4: 0 / 1.3
met3: 6 / 5.4
met1: 1053 / 50
met2: 70 / 43
li1: 1175 / -
==> worst max-delay path by stage <==
stage / startpoint / to / slack, ns / depth (start not counted)
final: sequenceCounter[9] / sequenceCounter[6] / 0.23 / 9
after global routing: sequenceCounter[0] / sequenceCounter[6] / 0.009 / 10
after CTS: sequenceCounter[0] / sequenceCounter[6] / 0.12 / 12
==> flip-flops by register name (all words and copies together) (netlist names) <==
register,count
TxD,1
data,8
isBusy,1
sequenceCounter,32
state,11
==> Yosys cell counts (5+ instances only) <==
master / n / share of area [%]
buf_6: 5 / 2.1
xor2_1: 5 / 1.6
dfxtp_1: 53 / 39
mux2i_1: 14 / 5.1
inv_1: 5 / 0.69
and2_1: 23 / 5.3
o21ai_0: 10 / 1.8
a31oi_1: 6 / 1.4
a21oi_1: 14 / 2.6
nor2_1: 19 / 2.6
nor4_1: 7 / 1.6
nand3_1: 21 / 3.8
nand4_1: 8 / 1.8
nand2_1: 33 / 4.5
clkbuf_1: 7 / 0.96
nor3_1: 14 / 2.6
==> repair_timing <==
item | in CTS | in global routing
gates resized | 0 | 8
endpoints found under the setup margin | 0 | 8
hold buffers | 0 | 0
hold endpoints to repair | 0 | 0
Power figures rest on the tool's default switching activity, not on a simulated workload.
