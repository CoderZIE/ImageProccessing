==> flow/design.v <==
`timescale 1ns / 1ps
module Receiver (
    clk,   
    reset,   
    RxD,   
    RxData,   
    isNewData   
);
  parameter W5Frequency = 100_000_000;
  parameter baudRate = 230400;
  parameter samplingInterval = W5Frequency / baudRate;
  parameter halfSamplingInterval = samplingInterval / 2;
  input clk;
  input reset;
  input RxD;
  output reg [7:0] RxData;
  reg [31:0] state;
  reg [31:0] sequenceCounter;
  reg [ 7:0] data;
  output reg isNewData;
  always @(posedge clk) begin
    if (reset) begin
      state = 0;
      data = 0;
      sequenceCounter = 0;
      isNewData = 0;
      RxData=0;
    end else begin
      case (state)
        0: begin
          if (RxD == 0) begin
            state = 1;
          end
        end
        1: begin
          sequenceCounter = sequenceCounter + 1;
          if (sequenceCounter > halfSamplingInterval) begin
            sequenceCounter = 0;
            state = 2;
          end else begin
          end
        end
        2: begin
          sequenceCounter = sequenceCounter + 1;
          if (sequenceCounter > samplingInterval) begin
            sequenceCounter = 0;
            state = 3;
            data[0] = RxD;
          end else begin
          end
        end
        3: begin
          sequenceCounter = sequenceCounter + 1;
          if (sequenceCounter > samplingInterval) begin
            sequenceCounter = 0;
            state = 4;
            data[1] = RxD;
          end else begin
          end
        end
        4: begin
          sequenceCounter = sequenceCounter + 1;
          if (sequenceCounter > samplingInterval) begin
            sequenceCounter = 0;
            state = 5;
            data[2] = RxD;
          end else begin
          end
        end
        5: begin
          sequenceCounter = sequenceCounter + 1;
          if (sequenceCounter > samplingInterval) begin
            sequenceCounter = 0;
            state = 6;
            data[3] = RxD;
          end else begin
          end
        end
        6: begin
          sequenceCounter = sequenceCounter + 1;
          if (sequenceCounter > samplingInterval) begin
            sequenceCounter = 0;
            state = 7;
            data[4] = RxD;
          end else begin
          end
        end
        7: begin
          sequenceCounter = sequenceCounter + 1;
          if (sequenceCounter > samplingInterval) begin
            sequenceCounter = 0;
            state = 8;
            data[5] = RxD;
          end else begin
          end
        end
        8: begin
          sequenceCounter = sequenceCounter + 1;
          if (sequenceCounter > samplingInterval) begin
            sequenceCounter = 0;
            state = 9;
            data[6] = RxD;
          end else begin
          end
        end
        9: begin
          sequenceCounter = sequenceCounter + 1;
          if (sequenceCounter > samplingInterval) begin
            sequenceCounter = 0;
            state = 10;
            data[7] = RxD;
            RxData = data;
            isNewData = isNewData +1;
          end else begin
          end
        end
        10: begin
          sequenceCounter = sequenceCounter + 1;
          if (sequenceCounter > samplingInterval) begin
            sequenceCounter = 0;
            state = 0;
          end else begin
          end
        end
        default: begin
        end
      endcase
    end
  end
endmodule
==> flow/run.sh <==
#!/bin/bash
# OpenROAD 26Q1-2900-gdf79404cd8, Yosys 0.63+post, stock flow scripts
make -C /OpenROAD-flow-scripts/flow DESIGN_CONFIG=/design/flow/config.mk WORK_HOME=/design/flow/orfs finish
==> flow/config.mk <==
export PLATFORM = sky130hd
export DESIGN_NAME = Receiver
export DESIGN_NICKNAME = Receiver
export VERILOG_FILES = /design/flow/design.v
export SDC_FILE = /design/flow/constraint.sdc
export NUM_CORES = 4
export LEC_CHECK = 1
export CORE_UTILIZATION = 30
==> flow/constraint.sdc <==
current_design Receiver

set clk_period 3.0
set clk_io_pct 0.2

create_clock -name clk0 -period $clk_period [get_ports {clk}]

set non_clock_inputs [all_inputs -no_clocks]
set_input_delay [expr $clk_period * $clk_io_pct] -clock clk0 $non_clock_inputs
set_output_delay [expr $clk_period * $clk_io_pct] -clock clk0 [all_outputs]
==> reports/qor.txt <==
outcome: completed
Core Rows: 36
Setup WS post-layout: 174 ps
Total GRT Usage: 0.125
WL final: 6.44 mm
first-pass GRT wire length: 11.1 mm
Mean Syn Cell Area: 8.91 µm²
Die H: 104 µm
Final setup viols: 0
Slew Viols, Final: 0
Peak Freq: 0.354 GHz
Seq/Total Area, Yosys: 0.381
Netlist cell types: 57
Arr. time, crit path: 3050 ps
number of enable flip-flop cells: 0
CTS Buf Count: 9
Root Buffer Master: clkbuf_8
die width: 104 µm
Init Core Util: 0.313
Max H-tree Level: 3
final hold violations: 0
number of DRC markers in iteration 0: 112
critical path's top delay family: AND-OR/OR-AND gates
ys cells: 348
HPWL after DPL: 4.46 mm
core area: 0.00991 mm²
final core utilization: 0.382
Yosys reg bits: 59
vias: 2513
drt via density: 4.91
clk sinks: 59
post-synthesis async set-or-reset flop share: 0
Tmin final: 2830 ps
critical path peak fanout: 6
hold_sp: state[4]
total gr overflow: 0
Max-Cap Viols: 0
initial antenna violation count: 0
largest net degree at the start of global routing: 28
Min-Delay Path Class: reg -> reg
CP Depth: 11
layout cell share with drive strength beyond 1: 0.214
IO buf count: 11
Worst-path clk slew: 70 ps
pre-CTS setup slack: 100 ps
cells on worst reg2reg path: 11
WS Path Type: reg -> reg
Chip Area, Yosys: 0.00310 mm²
leakage: 0.00164 µW
CP max-delay cell: o41ai_2
Worst Setup Start Kind: flip-flop
Clock Path Buffers: 2
GPL Wtd Cong: 0.906
hold_buf cts: 0
setup tns final: 0 ps
Syn Inst Count: 348
vias in the first global route: 2329
required time worst endpoint: 3220 ps
# diodes: 0
Top cells excl fill/tap: dfxtp_1 (53), nor2_1 (32), buf_4 (25), and2_1 (22), nand2_1 (22)
drt first pass iters: 4
Final Cycle Share: 0.942
I/O pin count: 12
DRC viols: 0
Cell Area, Synth: 0.00310 mm²
CTS tree: built
CP endpoint kind: flip-flop
crit path cell chain: ha_2 -> nand3_4 -> nor4_4 -> a21boi_2 -> a2bb2oi_2 -> o211ai_1 -> clkbuf_16 -> buf_4 -> o41ai_2 -> mux2i_1 -> nor2_1
Crit path largest cell delay: 480 ps
Worst setup startpoint: sequenceCounter[1]
hold path depth: 2
Crit Reg-Reg Startpoint: sequenceCounter[1]
Pwr Density: 428 mW/mm²
Max-slew headroom: 0.625
wire length per cell: 12.6 µm
Log Warnings: 28
Tightest Pin Transition: 557 ps
yosys warns: 1
area grow syn2layout: 22.1%
maximum vdd drop: 0.292 mV
commonest non-fill, non-tap cell in the layout: dfxtp_1
CP bufs+invs: 2
clock skew: 9.14 ps
Die ar.: 0.0107 mm²
Final ANT Viol Nets: 0
clock latency at the later pin of the worst-skew pair: 340 ps
Most common reg cell: dfxtp_1
power by group:
| group | switching [µW] | internal, µW |
|---|---|---|
| Clock | 310 | 448 |
| Sequential | 5.86 | 789 |
| Combinational | 40.9 | 24.1 |
synth_stat cells, types with 7 or more instances:
cell,number,area share
dfxtp_1,59,0.38
nor2_1,32,0.039
and2_1,22,0.044
nand2_1,22,0.027
a21oi_1,18,0.029
mux2i_1,18,0.058
nand3_1,16,0.026
buf_2,10,0.016
clkbuf_1,10,0.012
nor4_1,9,0.018
inv_1,8,0.0097
o41ai_2,8,0.042
a21o_1,7,0.017
nand4_1,7,0.014
nor3_1,7,0.011
state kept, by name, indices dropped and copies added, names as in the netlist:
register	count
sequenceCounter	32
state	11
RxData	8
data	7
isNewData	1
metal layers:
layer,vias up,global-route usage,wire (µm)
met2,33,0.187,2810
met3,7,0.0288,188
met1,1155,0.192,3390
li1,1318,-,-
met5,-,0,0
met4,0,0.0153,59
timing repair:
action,4_1_cts,5_1_grt
setup endpoints to repair,0,21
buffers inserted,0,6
gates resized,0,20
kinds of logic after synthesis:
group                    Yosys count  share of synthesized area
AND/OR/NAND/NOR                  148                      0.272
AND-OR/OR-AND                     75                      0.195
flip-flops                        59                      0.381
buffers and inverters             33                     0.0464
multiplexers                      18                     0.0581
XOR/XNOR                          11                     0.0311
adder cells (fa/ha/maj)            4                     0.0161
cell type report:
type                            instances  area (µm²)
Multi-Input combinational cell        256        1830
Clock buffer                           12         165
Sequential cell                        59        1190
Tap cell                              133         166
Fill cell                             972        6120
Timing Repair Buffer                   40         353
Inverter                                8        30.0
Clock inverter                          4        47.5
final timing paths:
kind                    to  slack [ps]
setup / recovery   data[6]         170
setup reg to reg   data[6]         170
hold reg to reg   state[0]         470
hold / removal    state[0]         470
worst min-delay path: cells and delay by family, from the launching register on:
family | cells | cell delay [ps]
DFF | 1 | 320
buffers and inverters | 1 | 50
AOI/OAI and AO/OA | 1 | 60
per-stage QoR:
| step | total power (µW) | std cells | instance area, µm² | hold WS [ps] |
|---|---|---|---|---|
| floorplan | 855 | 348 | 3100 | 440 |
| global placement | 877 | 490 | 3450 | 456 |
| detailed placement | 877 | 490 | 3450 | 461 |
| CTS | 1640 | 506 | 3670 | 468 |
| global route | 1690 | 512 | 3780 | 502 |
| finish | 1620 | 512 | 3780 | 467 |
Power figures rest on the tool's default switching activity, not on a simulated workload.
